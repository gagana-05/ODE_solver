[/design/flow/config.mk]
export PLATFORM = sky130hd
export DESIGN_NAME = lorenz
export DESIGN_NICKNAME = lorenz
export VERILOG_FILES = /design/flow/design.v
export SDC_FILE = /design/flow/constraint.sdc
export NUM_CORES = 4
export LEC_CHECK = 1
export CORE_UTILIZATION = 40
[/design/flow/constraint.sdc]
current_design lorenz

set clk_period 35.6
set clk_io_pct 0.2

create_clock -name clk0 -period $clk_period [get_ports {clk}]

set non_clock_inputs [all_inputs -no_clocks]
set_input_delay [expr $clk_period * $clk_io_pct] -clock clk0 $non_clock_inputs
set_output_delay [expr $clk_period * $clk_io_pct] -clock clk0 [all_outputs]
[/design/flow/design.v]
module lorenz #(parameter N = 27) (
	input clk, reset,
	input signed [N-1:0] sigma, beta, rho, dt, x0, y0,z0,
	output signed [N-1:0] x, y, z
);
wire signed [N-1:0] dtx, dty, dtz;
wire signed [N-1:0] s1_out, s2_out, s3_out, s4_out;
assign dtx = x >>> 8;
assign dty = y >>> 8;
assign dtz = z >>> 8;
signed_mult s1 (.a(dty-dtx), .b(sigma), .out(s1_out));
signed_mult s2 (.a(dtx), .b(rho - z), .out(s2_out));
signed_mult xy (.a(dtx), .b(y), .out(s3_out));
signed_mult bz (.a(dtz), .b(beta), .out(s4_out));
integrator int1(x, s1_out, x0, clk, reset);
integrator int2(y, (s2_out-dty), y0, clk, reset);
integrator int3(z, (s3_out-s4_out), z0, clk, reset);
endmodule
module integrator(out,funct,InitialOut,clk,reset);
	output signed [26:0] out; 		 
	input signed [26:0] funct;       
	input clk, reset;
	input signed [26:0] InitialOut;   
	wire signed	[26:0] out, v1new ;
	reg signed	[26:0] v1 ;
	always @ (posedge clk) 
	begin
		if (reset==0)  
			v1 <= InitialOut ;  
		else 
			v1 <= v1new ;	
	end
	assign v1new = v1 + funct ;
	assign out = v1 ;
endmodule
module signed_mult (out, a, b);
	output 	signed  [26:0]	out;
	input 	signed	[26:0] 	a;
	input 	signed	[26:0] 	b;
	wire 	signed	[53:0]	mult_out;
	assign mult_out = a * b;
	assign out = {mult_out[53], mult_out[45:20]};
endmodule
[/design/flow/run.sh]
#!/bin/bash
# OpenROAD 26Q1-2900-gdf79404cd8, Yosys 0.63+post, stock flow scripts
make -C /OpenROAD-flow-scripts/flow DESIGN_CONFIG=/design/flow/config.mk WORK_HOME=/design/flow/orfs finish
==> COMMIT_EDITMSG <==
Log flow metrics for this revision

* Outcome: complete, no violations
- In this run, post-CTS repair resized a total of 0 instances.
* Max-slew headroom: 37.5%
- RR Startpoint: int1.v1[13]$_DFF_P_
- Via count: roughly 57000
- For this run the detailed placement stage logged an HPWL of ~170000 um.
- Number of enable-type register cells in the synthesized netlist: 0
- DR pass1 iterations: 5
* Maximum fanout along the worst path: 13
- Required @ worst endpoint: 35930 ps
* CP Capture Type: flip-flop
* Gr usage total: about a quarter
- The final hold violation count recorded for this run is 0.
- The first global-routing pass estimated 351000 um of wire.
* Type of the worst setup path: in -> reg
- DRC Markers: 0
* Overflow left after global routing: 0
* Layout Skew: ~27 ps
- Via count of the first global-routing pass: approximately 63000
* Max-cap viol count: 0
* Worst-case register-to-register setup slack: approximately 22000 ps
* Hold depth: 2
* Maximum clock frequency: 50.4 MHz
* Primary FF master, synth: sky130_fd_sc_hd__dfxtp_1
* Boundary Pins: 272
* Transition time of the tightest slew-check pin: roughly 940 ps
- Slowest cell on the critical path: sky130_fd_sc_hd__a2111oi_2
- Post-Route WL: between 200000 and 250000 um
- The tightest min-delay check is of the reg -> reg type.
- RSZ-0062 raised after global routing: no
- CTS added clock buffers totalling 9.
* Cell count after synthesis: around 8800
- Entering global routing, the biggest net connects 56 pins.
- Root buffer selected by CTS: sky130_fd_sc_hd__clkbuf_16
- Worst Min Path Start: int1.v1[0]$_DFF_P_
- In this run, post-CTS hold repair placed 0 buffers.
* Cell count of the worst reg-to-reg path: about 40
- Clock-pin slew was measured on the worst setup and hold paths at 70 ps.
- The overall die size recorded for this design is around 200000 um2.
- In this design, the stage delay of the slowest critical-path cell is 720 ps.
- Area of the core: 198000 um2
- The script logs the ratio of routed vias to standard cells as between 4 and 5.
* CTS Buffer Depth: 2
* Post-Route Hold Slack: between 700 and 800 ps
- The initial utilization of the core area, before any placement, comes to 40.3%.
- Standard-cell row count: between 150 and 200
* Placed cell areas: approximately 85000 um2
- Area growth from synthesis to final layout: 7.71%
* WL/cell: ~19 um
* Post-Synthesis Cell Area: between 70000 and 80000 um2
- Per the OpenROAD floorplan log, the height of the die is between 400 and 500 um.
- Yosys Instances: approximately 9000
- Latest clock arrival within the worst-skew pair: roughly 450 ps
* YS warnings: 1
* Sequential cell area fraction in the yosys report: roughly 2.0%
* Die X-Extent: 448 um
* Data arrival time of the worst path: between 20000 and 25000 ps
- Final Slew Violations: 0
* Ratio of cells with drive above 1 in the final layout: between 4 and 5%
* # H-tree levels: 3
* Post-synthesis average cell area: between 9 and 10 um2
- Clock tree from TritonCTS: built
- Last weighted congestion value of the routability-driven placer: about 0.93
* Clock sinks: 81
* PortBufs: 244
- Among the stages of the critical path, the cell type that occurs most often is sky130_fd_sc_hd__fa_1.
- The worst setup path is launched from an input port.
* Fraction of the cycle the final worst path needs: between 50% and 60%
- Post-CTS setup buffers: 0
- In this run the critical register-to-register path is captured at int1.v1[26]$_DFF_P_.
* Count of different cell masters after synthesis: 94
- The initial antenna violation count was 23.
- Number of OpenROAD warnings: 77
- Async set or reset register ratio after synthesis: 0%
- WHS Endpoint: int1.v1[0]$_DFF_P_
- For this run, the final setup violation count is recorded as 0.
- The stat command in Yosys gives a chip area of roughly 80000 um2.
- Finished Cell Area: 85800 um2
* Minimum clock period: slightly below 20000 ps
- After routing, the total negative slack on setup checks comes to 0 ps.
- #FFs+latches synth: 81
- The count of nets left with antenna violations once routing finished came out at 0.
- The first routing iteration left roughly 2100 violations.
[Yosys cell counts (5+ instances only)]
library cell,n,share of area (%)
sky130_fd_sc_hd__a31o_2,8,0.088
sky130_fd_sc_hd__o21bai_1,16,0.15
sky130_fd_sc_hd__o211ai_1,9,0.085
sky130_fd_sc_hd__a21o_1,76,0.72
sky130_fd_sc_hd__and4_1,6,0.066
sky130_fd_sc_hd__o31a_1,5,0.055
sky130_fd_sc_hd__nor2_1,283,1.3
sky130_fd_sc_hd__nor3_1,41,0.26
sky130_fd_sc_hd__o21ai_0,80,0.50
sky130_fd_sc_hd__inv_1,2257,11
sky130_fd_sc_hd__mux2_2,58,0.82
sky130_fd_sc_hd__o21a_1,44,0.41
sky130_fd_sc_hd__ha_1,640,10
sky130_fd_sc_hd__o31ai_1,15,0.14
sky130_fd_sc_hd__nand2b_1,62,0.49
sky130_fd_sc_hd__xor2_1,59,0.65
sky130_fd_sc_hd__buf_4,13,0.12
sky130_fd_sc_hd__or2_2,16,0.13
sky130_fd_sc_hd__o21ai_1,6,0.038
sky130_fd_sc_hd__a211o_1,5,0.055
sky130_fd_sc_hd__dfxtp_1,81,2.0
sky130_fd_sc_hd__a21boi_0,8,0.075
sky130_fd_sc_hd__o2111ai_1,5,0.055
sky130_fd_sc_hd__buf_2,10,0.063
sky130_fd_sc_hd__clkinv_1,6,0.028
sky130_fd_sc_hd__fa_1,2112,53
sky130_fd_sc_hd__buf_1,12,0.057
sky130_fd_sc_hd__nand4_1,32,0.25
sky130_fd_sc_hd__nand2_1,1385,6.5
sky130_fd_sc_hd__xnor2_1,155,1.7
sky130_fd_sc_hd__nand3_1,32,0.20
sky130_fd_sc_hd__or3_1,9,0.071
sky130_fd_sc_hd__a211oi_1,20,0.19
sky130_fd_sc_hd__a31oi_1,33,0.26
sky130_fd_sc_hd__and2_1,552,4.3
sky130_fd_sc_hd__a21oi_1,134,0.84
sky130_fd_sc_hd__clkbuf_1,339,1.6
sky130_fd_sc_hd__and3_1,23,0.18
sky130_fd_sc_hd__nor2b_1,56,0.44
[layout make-up]
cell class | instances | area [um2]
Antenna cell | 11 | 27.5
Clock buffer | 11 | 243
Clock inverter | 5 | 103
Fill cell | 18573 | 112000
Inverter | 2264 | 8500
Multi-Input combinational cell | 6077 | 68200
Sequential cell | 81 | 1650
Tap cell | 2640 | 3300
Timing Repair Buffer | 423 | 3780
[metal layers]
layer	wire [um]	part of all wire [%]	GRT usage [%]
met5	228	0.11	0.625
met1	79200	37	31.3
met2	103000	48	38.1
met4	10700	5.0	8.86
met3	20700	9.7	9.81
[metrics by stage]
| stage | utilization [%] | cells | worst slack (ps) |
|---|---|---|---|
| finish | 43.4 | 11512 | 15770 |
| global route | 43.4 | 11509 | 14810 |
| CTS | 43.4 | 11501 | 15870 |
| detailed placement | 43.2 | 11485 | 15420 |
| global placement | 43.2 | 11485 | 15480 |
| floorplan | - | 8800 | 18170 |
[worst max path at each step]
| stage | startpoint | end | slack, ps | depth (start not counted) |
|---|---|---|---|---|
| after CTS | rho[1] | int2.v1[26]$_DFF_P_ | 15870 | 48 |
| after global routing | rho[1] | int2.v1[22]$_DFF_P_ | 14810 | 48 |
| final | rho[1] | int2.v1[26]$_DFF_P_ | 15770 | 48 |
[logic make-up (layout without fill, tap and decap cells)]
| group | Yosys count | count (layout) | share of synthesized area [%] |
|---|---|---|---|
| XOR/XNOR | 218 | 218 | 2.43 |
| AND-OR/OR-AND | 526 | 526 | 4.49 |
| multiplexers | 61 | 61 | 0.873 |
| buffers and inverters | 2642 | 2703 | 12.6 |
| AND/OR/NAND/NOR | 2520 | 2520 | 14.5 |
| adder cells (fa/ha/maj) | 2752 | 2752 | 63.1 |
| other | 0 | 11 | 0 |
| flip-flops | 81 | 81 | 2.03 |
[registers in the layout, summed over array words and instances, names as in the netlist]
register  flops
int2.v1      27
int1.v1      27
int3.v1      27
[critical path, delay by kind of cell]
family          cells  cell delay, ps
compound gates     17            4270
simple gates       14            2520
fa+ha+maj          11            4890
buf+inv             5            1030
xor+xnor            1             280
[placed cells by master (no fill, tap or decap), drive strengths merged, types with 16 or more instances in the layout]
cell type      instances
clkdlybuf4s50        243
o31ai                 17
dfxtp                 81
nor2b                 56
nand2b                62
ha                   640
nand3                 34
nand4                 32
nor3                  41
o21bai                16
o21ai                 90
a21oi                138
and3                  23
or2                   18
nor2                 284
fa                  2112
a31oi                 33
o21a                  44
a211oi                23
buf                  180
inv                 2258
and2                 553
xnor2                158
xor2                  60
a21o                  76
mux2                  58
nand2               1385
